==> flow/design.v <==
`timescale 1ns / 1ps
module counter_design(
    input clk,
    input reset,
    input up_down,            
    output reg [3:0] count
    );
     always @(posedge clk or posedge reset) begin
    if (reset)
        count <= 0;
    else if (up_down)
        count <= count + 1;
    else
        count <= count - 1;
end
endmodule
==> flow/run.sh <==
#!/bin/bash
# OpenROAD 26Q1-2900-gdf79404cd8, Yosys 0.63+post, stock flow scripts
make -C /OpenROAD-flow-scripts/flow DESIGN_CONFIG=/design/flow/config.mk WORK_HOME=/design/flow/orfs finish
==> flow/config.mk <==
export PLATFORM = sky130hd
export DESIGN_NAME = counter_design
export DESIGN_NICKNAME = counter_design
export VERILOG_FILES = /design/flow/design.v
export SDC_FILE = /design/flow/constraint.sdc
export NUM_CORES = 4
export LEC_CHECK = 1
export CORE_AREA = 10 10 70 70
export DIE_AREA = 0 0 80 80
==> flow/constraint.sdc <==
current_design counter_design

set clk_period 1.7
set clk_io_pct 0.2

create_clock -name clk0 -period $clk_period [get_ports {clk}]

set non_clock_inputs [all_inputs -no_clocks]
set_input_delay [expr $clk_period * $clk_io_pct] -clock clk0 $non_clock_inputs
set_output_delay [expr $clk_period * $clk_io_pct] -clock clk0 [all_outputs]
==> CHANGELOG.md <==
## Implementation

* Yosys Instances at 15
* Maximum fanout along the worst path at 3
* Warnings from Yosys at 1
* Chip area in the Yosys report at 199 um2
* Antenna Nets Post-Route at 0
* Post-synthesis sequential area ratio at 50.3%
* Vias per cell at 1.97
* Clock latency (worst-skew pair) at 0.23 ns
* Final core occ at 10.1%
* R2R Setup Slk at 0.48 ns
* Crit-path cells: clkdlybuf4s50_1 -> inv_1 -> ha_1 -> a21o_1 -> a21oi_2 -> xnor2_1
* Post-Synthesis Mean Instance Area at 13.3 um2
* Max-capacitance violation count at 0
* Ys async rst share at 100%
* Relative slew slack at 88.3%
* Htree depth at 1
* Period utilization at 88.7%
* Post-Layout Inst Area at 347 um2
* Max clock buf depth at 2
* Via count at 140
* Share of layout cells above drive strength 1 at 20.0%
* Die Ht at 80 um
* EDFF count, synth at 0
* PwrDens at 1340 nW/um2
* Outcome: finished clean
* Post-Syn Area at 199 um2
* DP Wirelength at 363 um
* Cell type with the largest total area: dfrtp_1
* Main synth FF type: dfrtp_1
* Worst setup margin at 0.192 ns
* First DRT Iteration DRCs at 10
* Startpoint Class: input pin
* FP Core Util at 5.82%
* Max-area cell share at 50.3%
* Clock slew at reported path FFs at 0.04 ns
* Biggest regs: count: 4 flops
* Fmax at 663 MHz
* RSZ-0062 raised after global routing: no
* Peak VDD IR at 0.000220 V
* IO Count at 7
* Dpl ws at -0.0446 ns
* Area Growth Syn to Fin at 74.2%
* # DRC at 0
* Cell family with the largest share of critical-path delay: buffers and inverters
* Worst path buffer plus inverter count at 2
* Most flops, register: count
* Placed insts at 68
* Final Hold Fails at 0
* Post-CTS setup buffers at 0
* CTS Sinks at 4
* CP required at 1.86 ns
* Crit path time final at 1.51 ns
* Initial antenna violation count at 0
* Reg2Reg Depth at 4
* Largest net degree at the start of global routing at 5
* Cells after synthesis at 15
* Ys flops at 4
* RePlAce Congestion at 0.762
* Rows at 21
* Slew @ Worst Pin at 0.174 ns
* Gr ovfl total at 0
* Vias in the first global route at 151
* Number of logged tool warnings at 25
* DR WL/cell at 6.14 um
* Final Max Tran Viols at 0
* Hold Crit Class: in2async
* Worst setup EP type: flop
* Max FFs per register at 4
* Overall power at 466 uW
* I/O Buffers at 6
* Total wire length at 436 um
* Start of the worst register-to-register path: count[1]
* GRT Overall Usage at 1.67%
* Type of the worst setup path: in2reg
* Synth cell count leaders: dfrtp_1, inv_1, ha_1, xnor2_1
* Top cells, area: dfrtp_1, ha_1, fa_1
* CTS tree: built
* Reg2reg end: count[3]
* # resized after CTS at 0
* Root Buffer: clkbuf_4
* Final cell count without fillers at 71
* Pre-Repair DR Iteration Count at 2
* Slowest cell on the critical path: clkdlybuf4s50_1
* Die width at 80 um
* Yosys top cell by instances: dfrtp_1
* Cell Type Count at 8
* Hold-fix buffers at CTS at 0
* Total die area at 6400 um2
* Crit path DAT at 1.67 ns
* Area post-placement at 324 um2
* Count of final setup violators at 0
* Num CTS Buffers at 3
* Core area at 3420 um2
* CP max stage delay at 0.48 ns
* First-pass GRT wire length at 745 um
* Antenna cells at 0
* Worst Skew at 0.000992 ns
* Leak Pwr at 0.000146 uW
[cells by family (layout without fill, tap and decap cells)]
| kind of cell | after synthesis | count (layout) | synth area share (%) |
|---|---|---|---|
| buf+inv | 3 | 13 | 5.66 |
| fa+ha+maj | 3 | 3 | 22.6 |
| xor+xnor | 3 | 3 | 13.2 |
| compound gates | 2 | 2 | 8.18 |
| flops | 4 | 4 | 50.3 |
[per-stage QoR]
stage / hold WS [ns] / TNS, ns
floorplan: 0.106 / 0
detailed placement: 0.512 / -0.0446
finish: 0.290 / 0
CTS: 0.293 / 0
global route: 0.306 / 0
global placement: 0.492 / -0.0306
[metal layers]
layer | vias to the layer above | global-route usage, % | wire, um | share of wire, %
met5 | - | 0 | 0 | 0
met4 | 0 | 0.352 | 0 | 0
met3 | 0 | 2.84 | 126 | 29
met2 | 10 | 1.20 | 115 | 26
met1 | 60 | 2.01 | 193 | 44
li1 | 70 | - | - | -
[worst reg2reg max path: stages (launching register included)]
cell     delay, ns
dfrtp_1       0.40
ha_1          0.29
a21o_1        0.19
a21oi_2       0.14
xnor2_1       0.12
[how the worst max path moves through the flow]
stage,from,endpoint,slack (ns),cells past startpoint
after CTS,count[0],count[0],0.18,1
after global routing,up_down,count[3],0.11,6
final,up_down,count[3],0.19,6
[layout by cell type (no fill, tap or decap)]
master,count
a21o_1,1
a21oi_2,1
buf_4,1
clkbuf_4,3
clkdlybuf4s50_1,6
dfrtp_1,4
fa_1,1
ha_1,2
inv_1,3
xnor2_1,2
xor2_1,1
[power by group]
part | total [uW] | internal, uW | leakage, uW | switching (uW)
combinational | 186 | 126 | 0.0000829 | 59.8
clock | 117 | 78.9 | 0.0000138 | 37.9
sequential | 163 | 135 | 0.0000496 | 28.2
[final cells by class]
class / instances / area, um2
Sequential cell: 4 / 100
Inverter: 3 / 11.3
Fill cell: 404 / 3070
Tap cell: 46 / 57.6
Timing Repair Buffer: 7 / 67.6
Multi-Input combinational cell: 8 / 87.6
Clock buffer: 3 / 22.5
Power figures rest on the tool's default switching activity, not on a simulated workload.
