==> flow/design.v <==
`timescale 1ns / 1ps
module universal_adder_subtractor(
     input a0, a1, a2, a3, b0, b1, b2, b3,m,
    output c4, s0, s1, s2, s3, v
    );
     assign c0= m;
    assign s0= a0^(b0^m)^c0;
    assign c1= (a0 & (b0^m))| (c0&(a0^(b0^m)));
    assign s1= a1^(b1^m)^c1;
    assign c2= (a1&(b1^m))| (c1&(a1^(b1^m)));
    assign s2= a2^(b2^m)^c2;
    assign c3= (a2&(b2^m))| (c2&(a2^(b2^m)));
    assign s3= a3^(b3^m)^c3;
    assign c4= (a3&(b3^m))| (c3&(a3^(b3^m)));
    assign v=c3^c4;
endmodule
==> flow/run.sh <==
#!/bin/bash
# OpenROAD 26Q1-2900-gdf79404cd8, Yosys 0.63+post, stock flow scripts
make -C /OpenROAD-flow-scripts/flow DESIGN_CONFIG=/design/flow/config.mk WORK_HOME=/design/flow/orfs finish
==> flow/config.mk <==
export PLATFORM = sky130hd
export DESIGN_NAME = universal_adder_subtractor
export DESIGN_NICKNAME = universal_adder_subtractor
export VERILOG_FILES = /design/flow/design.v
export SDC_FILE = /design/flow/constraint.sdc
export NUM_CORES = 4
export LEC_CHECK = 1
export CORE_AREA = 10 10 70 70
export DIE_AREA = 0 0 80 80
==> flow/constraint.sdc <==
current_design universal_adder_subtractor

set clk_period 4.9
set clk_io_pct 0.2

create_clock -name clk0 -period $clk_period

set non_clock_inputs [all_inputs -no_clocks]
set_input_delay [expr $clk_period * $clk_io_pct] -clock clk0 $non_clock_inputs
set_output_delay [expr $clk_period * $clk_io_pct] -clock clk0 [all_outputs]
==> flow_summary.yaml <==
# generated from flow reports
floorplan:
  coreArea_um2: 3416
  fp_util_pct: 3.810
  io_pins: 15
  die_y_um: 80
  core.rowCount: 21
  fp.dieW_um: 80
  die_area_um2: 6400
final_timing:
  slew_headroom_pct: 86.65
  hold_viol: 0
  finalSetupViolCount: 0
  rsz0062_at_grt: "false"
  tightest_slew_ps: 199.7
  final_max_slew_viol_count: 0
  whs_ps: 2918
  setup_tns_ps: 0
  fin_crit_sh_pct: 92.71
  fmax_ghz: 0.2201
  finalCriticalPeriod_ps: 4543
power:
  peakVddDrop_mv: 0.01601
  power_frac_seq_pct: 0
  pwr-share-clk_pct: 0
  p_leak_nw: 0.1228
  intPower_w: 0.00003113
  powerDensity_nw_per_um2: 128.0
  switching_share_pct: 28.01
  p_switching_w: 0.00001211
  combPwrFrac_pct: 100.0
yosys:
  fa_ha_area_share_pct: 46.15
  aoi_share_pct: 0
  ys_cells: 13
  area_leaders: "fa_1 (46%), xor2_1 (20%), xnor2_1 (13%)"
  yosys.area_share.xor_xnor_pct: 33.65
  yosysTopAreaCell: "fa_1"
  yosysChipArea_um2: 130.1
  synth.distinct_cells: 5
  logic_family: "adder cells"
  synthSimpleGateAreaFrac_pct: 0
  ys_seq_share_pct: 0
  ys_warn_count: 4
  top_area_share_pct: 46.15
  syn_avg_cell_area_um2: 10.01
  ys_sh_mux_pct: 8.654
  syn_area_um2: 130.1
  synthCells: 13
setup_path:
  cp-start-kind: "input pin"
  cp_slowest_cell: "clkdlybuf4s50_1"
  criticalPathCategory: "input pin to primary output"
  end_kind: "primary output"
  path_max_fanout: 2
  crit_path_max_incr_delay_ps: 500
  path_cells: "clkdlybuf4s50_1, mux2_2, fa_1, inv_1, fa_1, inv_1, fa_1, xnor2_1, clkdlybuf4s50_1"
  crit_required_ps: 3920
  cpMostUsedCell: "fa_1"
  cp.arrival_ps: 3560
placement:
  routabilityCongestion: 0.8213
  dp_hpwl_um: 535.3
  io_buffers: 15
cells_and_area:
  seqCellArea_um2: 0
  flops: 0
  drive_gt1_share_pct: 3.571
  syn_to_final_growth_pct: 159.6
  final_cell_mix: "clkdlybuf4s50_1 (15), inv_1 (4), xor2_1 (3), fa_1 (3), xnor2_1 (2)"
  n_clock_buffer: 0
  layout_top_cell: "clkdlybuf4s50_1"
global_routing:
  antenna_found_initial: 0
  gr-total-overflow: 0
  grt_pass1_wl_um: 759
  grt_max_degree: 5
  grtUsageTotal_pct: 1.601
  grt_pass1_vias: 135
routing:
  routed-via-count: 132
  wirelength_um: 549
  ant_nets: 0
  diodes: 0
  drc: 0
  drt_iter0_drc: 1
  post_drt_via_cell_ratio: 1.784
  drt_first_pass_iters: 2
  post_drt_wl_per_cell_um: 7.419
job:
  maxCapViolations: 0
  warnings: 32
clocking:
  cts_resized: 0
  cts_hold_buffers: 0
  cts_setup_buffers: 0
status:
  status: "complete, no violations"
min_path:
  min_path_type: "input pin to primary output"
cell type report:
class	instances	area, µm²
timing repair buffer	15	150.1
inverter	4	15.01
tap	46	57.56
fill	400	3078
multi-input combinational	9	115.1
worst paths after layout:
| path | cells past startpoint | endpoint | slack (ps) | from |
|---|---|---|---|---|
| worst max-delay path | 9 | v | 360 | b0 |
| worst min-delay path | 3 | s0 | 2920 | a0 |
synth_stat cells:
master	count
xnor2_1	2
inv_1	4
xor2_1	3
fa_1	3
mux2_2	1
power groups by stage:
stage                 registers, W  logic (W)  clock network [W]
after global routing             0  0.0000491                  0
after CTS                        0  0.0000450                  0
final                            0  0.0000432                  0
worst max-delay path, delay by kind of cell:
family                   cells  cell delay [ps]
buffers and inverters        4             1130
XOR/XNOR                     1              150
multiplexers                 1              350
adder cells (fa/ha/maj)      3              950
metrics by stage:
step | area (µm²) | utilization [%] | worst slack (ps) | total power, W | instances
after CTS | 337.8 | 9.890 | 303.0 | 0.00004503 | 74
after global routing | 337.8 | 9.890 | 215.3 | 0.00004912 | 74
after global placement | 337.8 | 9.890 | 339.4 | 0.00004451 | 74
final | 337.8 | 9.890 | 357.1 | 0.00004324 | 74
after floorplan | 130.1 | - | 1492 | 0.00001011 | 13
after detailed placement | 337.8 | 9.890 | 326.0 | 0.00004466 | 74
layer usage:
layer  GRT usage (%)  vias to the layer above  wire length [µm]
met1           1.940                       56               210
met2           2.327                       10               218
met4               0                        0                 0
li1                -                       66                 -
met3           1.250                        0               120
met5               0                        -                 0
cells by family after synthesis:
| group | after synthesis |
|---|---|
| xor gates and xnor gates | 5 |
| adders and majority gates | 3 |
| buffers and inverters | 4 |
| muxes | 1 |
Power is estimated from default activity; no workload was simulated.
